===== flow/design.v =====
module pulse_generator (
    input wire clk,          
    input wire trigger,      
    input wire [7:0] N,     
    output reg pulse1,       
    output reg pulse2        
);
    reg [31:0] counter;      
    reg active;              
    reg   Q1,Q2,Q3;
    always @(posedge clk or posedge int_trigger) begin
        if (int_trigger) begin
            pulse1 <= 1;
            pulse2 <= 0;
            counter <= 0;    
            active <= 1;
        end else if (active) begin
            if (counter == 0) begin
                pulse1 <= 0;   
            end
            if (counter == N) begin
                pulse2 <= 1;   
            end else if (counter == N + 1) begin
                pulse2 <= 0;   
                active <= 0;   
            end
            counter <= counter + 1;   
        end else begin
            pulse1 <= 0;
            pulse2 <= 0;
        end
    end
    always @(posedge clk)
        begin
      Q1 <= trigger; 
      Q2 <= Q1;
      Q3 <= Q2;
    end
assign int_trigger = Q1 && Q2 && (~ Q3);
endmodule

===== flow/run.sh =====
#!/bin/bash
# OpenROAD 26Q1-2900-gdf79404cd8, Yosys 0.63+post, stock flow scripts
make -C /OpenROAD-flow-scripts/flow DESIGN_CONFIG=/design/flow/config.mk WORK_HOME=/design/flow/orfs finish

===== flow/config.mk =====
export PLATFORM = sky130hd
export DESIGN_NAME = pulse_generator
export DESIGN_NICKNAME = pulse_generator
export VERILOG_FILES = /design/flow/design.v
export SDC_FILE = /design/flow/constraint.sdc
export NUM_CORES = 4
export LEC_CHECK = 1
export CORE_UTILIZATION = 50

===== flow/constraint.sdc =====
current_design pulse_generator

set clk_period 2.7
set clk_io_pct 0.2

create_clock -name clk0 -period $clk_period [get_ports {clk}]

set non_clock_inputs [all_inputs -no_clocks]
set_input_delay [expr $clk_period * $clk_io_pct] -clock clk0 $non_clock_inputs
set_output_delay [expr $clk_period * $clk_io_pct] -clock clk0 [all_outputs]

==> results_dict.tcl <==
# yosys + openroad results
set metrics [dict create \
    antenna_found_initial 0 \
    routed_wl_mm 3.518 \
    placed_area_sq_mm 0.002092 \
    p_total_mw 1.098 \
    dieHeight_um 64.36 \
    grt_max_degree 36 \
    clkSinkCount 38 \
    wl_per_cell_um 14.42 \
    yosysChipArea_sq_mm 0.001944 \
    cts_setup_buffers 0 \
    status "finished, final reports clean" \
    lay_top_cells "xnor2_1 (34), dfrtp_1 (33), nand2_1 (15), nand3_1 (14)" \
    die_area_sq_mm 0.004142 \
    pin_count 12 \
    dp_hpwl_mm 2.597 \
    syn-cell-area_sq_mm 0.001944 \
    ys_warn_count 2 \
    cp.arrival_ns 2.13 \
    max_freq_ghz 0.5079 \
    root_buffer "clkbuf_8" \
    syn_avg_cell_area_sq_um 10.86 \
    setup_ws_ns 0.7310 \
    fin_crit_sh 0.7293 \
    synthCells 179 \
    ys_types 33 \
    design_area_sq_mm 0.002206 \
    overflow 0 \
    p_leak_nw 0.9621 \
    timing.setup.tns_ns 0 \
    final_cells 244 \
    die_w_um 64.36 \
    tightest_slew_ns 0.4517 \
    ant_nets 0 \
    drtIter0Drc 112 \
    slew_viol_final 0 \
    fin_skew_ns 0.005695 \
    cp_data_required_time_ns 2.87 \
    via_per_inst 5.533 \
    hold_buffers 0 \
    area_growth_pct 13.45 \
    coreArea_sq_mm 0.003689 \
    rsz0062_at_grt "false" \
    crit_chain "clkdlybuf4s50_1 > ha_1 > nand2_1 > nor3_1 > o22ai_1 > nor4_1 > nor2_1" \
    hold_path_class "reg2async" \
    drc_errors 0 \
    yosys-stat-cells 179 \
    slowest_stage "clkdlybuf4s50_1" \
    grt_pass1_wl_mm 6.168 \
    cts_tree "built" \
    finalSetupViolations 0 \
    post-place-ws_ns 0.4083 \
    cts_max_path_buffers 2 \
    clk_latency_ns 0.29 \
    cap_violations 0 \
    cts_buffers 5 \
    slew_headroom 0.6961 \
    nFillCells 296 \
    ys_seq_share 0.4826 \
    ir_drop_uv 539.3 \
    worst_path_largest_cell_delay_ns 0.52 \
    lay_top_count "xnor2_1" \
    cts.htree.levels 2 \
    fp_util 0.5271 \
    placedCellCount 236 \
    p_per_area_mw_per_mm2 497.9 \
    clk_pin_slew_ns 0.08 \
    period_needed_ns 1.969 \
    cp-end-kind "flop" \
    dr.pass1.iters 4 \
    grt_pass1_vias 1319 \
    place_congestion 0.8483 \
    whs_ns 0.3392 \
    tool_warnings 26 \
    startpoint_type "input pin" \
    path_class "in2reg" \
    grtUsageTotal 0.1984 \
    via_count 1350 \
    final_util 0.5980 \
    drive_gt1_frac 0.1020 \
    crit_fanout 4 \
    ys_ff 38 \
    final-hold-violation-count 0 \
    ctsResizeCount 0 \
    io_buffers 11 \
    insertedDiodeCount 0 \
    rows 22 \
]
-- cell usage after synthesis --
master | number | area, sq um
and3_2 | 1 | 7.510
and4_2 | 1 | 10.01
nand3b_1 | 3 | 22.52
or3_4 | 1 | 11.26
nor2_4 | 1 | 11.26
nand4_1 | 11 | 68.82
dfxtp_1 | 3 | 60.06
o22ai_1 | 1 | 6.260
or3_1 | 1 | 6.260
dfrtp_1 | 33 | 825.8
o21a_1 | 3 | 22.52
o311a_1 | 1 | 10.01
nor4_1 | 7 | 43.79
o21ai_0 | 3 | 15.01
nand3_1 | 14 | 70.07
nor2_1 | 6 | 22.52
dfstp_2 | 2 | 52.55
inv_1 | 2 | 7.510
xnor2_1 | 34 | 297.8
nor3_4 | 2 | 32.53
ha_1 | 3 | 37.54
and4_1 | 2 | 17.52
nand2_1 | 15 | 56.30
nand3_2 | 1 | 10.01
nor2b_1 | 1 | 6.260
buf_6 | 2 | 22.52
and3_1 | 6 | 37.54
o211ai_1 | 1 | 7.510
buf_4 | 1 | 7.510
nor4b_1 | 1 | 8.760
nor3_1 | 5 | 25.02
nand4_2 | 2 | 25.02
xor2_1 | 9 | 78.83
-- cell type report --
type                    instances  area (sq um)  area share
clock buffers                   5         68.82     0.03120
clock inverters                 3         45.04     0.02042
inverters                       2         7.507    0.003403
multi-input cells             136         968.4      0.4390
flip-flops and latches         38         938.4      0.4254
well taps                      48         60.06     0.02723
repair buffers                 12         117.6     0.05332
-- worst max-delay path, delay by kind of cell --
family | cells | cell delay, ns
compound gates | 1 | 0.09
fa+ha+maj | 1 | 0.24
buf+inv | 1 | 0.52
simple gates | 4 | 0.74
-- cells by family (layout without fill, tap and decap cells) --
group           Yosys count  after routing  synth area share
xor+xnor                 43             43            0.1937
fa+ha+maj                 3              3           0.01931
simple gates             81             81            0.2535
compound gates            9              9           0.03153
buf+inv                   5             22           0.01931
flops                    38             38            0.4826
-- sequential cells by signal (all words and copies together) (netlist names) --
| register | flops |
|---|---|
| active | 1 |
| counter | 32 |
| Q3 | 1 |
| pulse2 | 1 |
| Q2 | 1 |
| pulse1 | 1 |
| Q1 | 1 |
-- where the power goes --
part | total (mW) | internal (mW) | switching [mW]
sequential | 0.571 | 0.571 | 0.000808
clock | 0.477 | 0.275 | 0.202
combinational | 0.0503 | 0.0242 | 0.0261
total | 1.10 | 0.869 | 0.229
-- final timing paths --
| path | from | end | slack (ns) | cells past startpoint |
|---|---|---|---|---|
| worst max-delay path | N[1] | pulse2 | 0.73 | 7 |
| worst min-delay path | Q2 | counter[23] | 0.34 | 2 |
| worst max register to register | counter[0] | counter[28] | 0.76 | 6 |
| worst min register to register | Q2 | counter[23] | 0.34 | 2 |
| max in group asynchronous | Q3 | active | 2.02 | 2 |
| min in group clk0 | Q2 | Q3 | 0.36 | 0 |
-- routing by layer --
layer  vias up  routed length [um]  track usage
met3         4                 112      0.03261
met1       653                1868       0.3492
li1        666                   -            -
met2        27                1501       0.2750
met4         0                  36      0.02222
met5         -                   0            0
Power figures rest on the tool's default switching activity, not on a simulated workload.
